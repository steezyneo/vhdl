==> flow/design.v <==
`timescale 1ns / 1ps
module fulladder(
    input a,
    input b,
    input cin,
    output sum,
    output cout
    );
    assign sum=(a^b^cin);
    assign cout=(a&b)|(b&cin)|(cin&a);
endmodule
`timescale 1ns / 1ps
module paralleladder(
    input [3:0] a,
    input [3:0] b,
    input c,
    output [3:0] sum,
    output cout
    );
    wire w0,w1,w2;
    fulladder f1 (a[0],b[0],c,sum[0],w0);
    fulladder f2 (a[1],b[1],w0,sum[1],w1);
    fulladder f3 (a[2],b[2],w1,sum[2],w2);
    fulladder f4 (a[3],b[3],w2,sum[3],cout);
endmodule
==> flow/run.sh <==
#!/bin/bash
# OpenROAD 26Q1-2900-gdf79404cd8, Yosys 0.63+post, stock flow scripts
make -C /OpenROAD-flow-scripts/flow DESIGN_CONFIG=/design/flow/config.mk WORK_HOME=/design/flow/orfs finish
==> flow/config.mk <==
export PLATFORM = sky130hd
export DESIGN_NAME = paralleladder
export DESIGN_NICKNAME = paralleladder
export VERILOG_FILES = /design/flow/design.v
export SDC_FILE = /design/flow/constraint.sdc
export NUM_CORES = 4
export LEC_CHECK = 1
export CORE_AREA = 10 10 70 70
export DIE_AREA = 0 0 80 80
==> flow/constraint.sdc <==
current_design paralleladder

set clk_period 2.9
set clk_io_pct 0.2

create_clock -name clk0 -period $clk_period

set non_clock_inputs [all_inputs -no_clocks]
set_input_delay [expr $clk_period * $clk_io_pct] -clock clk0 $non_clock_inputs
set_output_delay [expr $clk_period * $clk_io_pct] -clock clk0 [all_outputs]
==> results.cfg <==
; implementation run metrics
[outcome]
status = complete, no violations

[timing]
clock.fmax_ghz = 0.356
hold_viol = 0
tns_ns = 0
tightestPinTransition_ns = 0.105
fin_hold_ws_ns = 1.90
maxSlewViolCount = 0
fin_crit_sh_pct = 96.8
slew_headroom_pct = 93.1
finalSetupViolations = 0
fin_crit_ns = 2.81
rsz0062_at_grt = false

[pwr]
p_leak_uw = 0.000141
irDropWorstVdd_mv = 0.0330
power_density_nw_per_um2 = 144

[layout]
area_growth_pct = 117
drive_above_1_share_pct = 42.9
nClkBuffers = 0
fillers = 401
seq_cell_count = 0
seq_area_um2 = 0

[global_routing]
antenna_found_initial = 0
grt_max_degree = 2
grt-ovfl-total = 0
use_met3_pct = 0.909
grt_first_pass_wirelength_um = 545
track_usage_pct = 1.09
grt_use_met1_pct = 2.01
grt_pass1_vias = 122
grt_busiest_layer = met1
use_met2_pct = 0.722

[place]
place.port_buffers = 14
routabilityCongestion = 0.758
place_hpwl_um = 375

[critical_path]
worstPathCellList = buf_6 -> inv_2 -> fa_2 -> inv_2 -> fa_2 -> fa_2 -> inv_2 -> fa_1 -> inv_1 -> buf_2
crit_arrival_ns = 2.23
crit_start = b[0]
worstSetupPathType = input port to primary output
endpoint_kind = primary output
cpMaxStageDelayCell = fa_1
start_kind = input port
crit_required_ns = 2.32
crit_end = sum[3]
slowest_delay_ns = 0.39
worstPathMaxFanout = 1

[die]
num_rows = 21
coreArea_um2 = 3420
dieArea_um2 = 6400
die_h_um = 80
initCoreUtil_pct = 4.32
ios = 14
die_w_um = 80

[drt]
avgRoutedWirePerCell_um = 5.36
postRouteAntennaNets = 0
vias = 122
drt-pass1-iter-count = 1
via_per_inst = 1.65
antenna_cells = 0
drt-initial-drc-count = 0
wl_um = 397
drc_errors = 0

[hold_path]
hold_path_class = input port to primary output

[synthesis]
netlist_area_um2 = 148
syn_area_per_cell_um2 = 8.20
ys_chip_area_um2 = 148
yosysTopAreaCell = fa_1
synth_cell_type_count = 3
ys_warn_count = 0
synth_seq_share_pct = 0
netlist_instances = 18
synth_top_area_share_pct = 54.2
yosysCellCount = 18
top_cells_by_area = fa_1 54%, inv_1 25%, buf_4 20%

[clocking]
cts_setup_buffers = 0
ctsHoldBuffers = 0

[flow_run]
maxCapViolations = 0
warning_count = 32
==> synthesized netlist by cell type <==
cell type / n
inv_1: 10
buf_4: 4
fa_1: 4
==> repair_timing <==
item | 4_1_cts | 5_1_grt
endpoints found under the setup margin | 4 | 1
resized | 29 | 2
pin swaps | 4 | 4
==> layout by cell type (no fill, tap or decap) <==
| master | count |
|---|---|
| fa_1 | 1 |
| dlygate4sd2_1 | 3 |
| inv_1 | 5 |
| inv_2 | 4 |
| buf_2 | 1 |
| fa_2 | 3 |
| clkdlybuf4s50_1 | 6 |
| inv_4 | 1 |
| clkdlybuf4s15_1 | 1 |
| buf_6 | 3 |
==> cell type report <==
class | instances | area, µm² | area share [%]
repair buffers | 14 | 135 | 42.2
inverters | 10 | 40.0 | 12.5
well taps | 46 | 57.6 | 18.0
multi-input cells | 4 | 87.6 | 27.3
==> metal layers <==
metal / vias up / routed length, µm
li1: 60 / -
met1: 48 / 217
met2: 14 / 69
met3: 0 / 109
met4: 0 / 0
met5: - / 0
==> stage by stage <==
stage,setup slack [ns],util (%),std cells,total power [µW],area [µm²]
after global placement,-0.722,9.23,74,49.9,315
after CTS,0.00429,9.12,74,45.9,312
final,0.0931,9.38,74,46.0,320
after floorplan,0.163,-,18,23.7,148
after global routing,0.00285,9.38,74,53.6,320
after detailed placement,-0.732,9.23,74,49.8,315
==> worst min path at each step <==
stage	to	from	cells after the start	slack, ns
6_report	sum[0]	c	5	1.90
5_1_grt	sum[0]	c	5	1.93
4_1_cts	sum[3]	b[3]	5	1.91
==> critical path: cells and delay by family <==
family | cells | cell delay, ns
adder cells (fa/ha/maj) | 4 | 1.26
buffers and inverters | 6 | 0.38
==> logic make-up (layout without fill, tap and decap cells) <==
group                    after synthesis  in the layout  synth area share, %
adder cells (fa/ha/maj)                4              4                 54.2
buffers and inverters                 14             24                 45.8
==> where the power goes <==
part | internal (µW) | switching [µW] | leakage, µW
logic | 30.6 | 15.4 | 0.000141
clock network | 0 | 0 | 0
registers | 0 | 0 | 0
total | 30.6 | 15.4 | 0.000141
Power figures rest on the tool's default switching activity, not on a simulated workload.
